`design/flow/design.v`:
```
`timescale 1ns / 1ps
module ALU(
		input [7:0] operand1,
		input [7:0] operand2,
		output [7:0] result
	);
	assign result = operand1 + operand2;
endmodule
`timescale 1ns / 1ps
module ClockDivider(
		input clk_in,
		input reset,
		output reg clk_out
	);
	reg [31:0] cnt;
	initial begin
		clk_out <= 1'b0;
		cnt <= 0;
	end
	always @(posedge reset or posedge clk_in) begin
		if (reset) begin
			clk_out <= 1'b0;
			cnt <= 0;
		end else if (cnt >= 32'd25000000) begin
			cnt <= 32'b0;
			clk_out <= ~clk_out;
		end else begin
			cnt <= cnt + 1;
		end
	end
endmodule
`timescale 1ns / 1ps
module Control(
		input [1:0] op,
		output reg_dst,
		output reg_write,
		output alu_src,
		output branch,
		output mem_read,
		output mem_write,
		output mem_to_reg,
		output alu_op
	);
	wire [7:0] out;
	assign {reg_dst, reg_write, alu_src, branch, mem_read, mem_write, mem_to_reg, alu_op} = out;
	assign out = op == 2'b00 ? 8'b11000001 :  
		op == 2'b01 ? 8'b01101010 :  
		op == 2'b10 ? 8'b00100100 :  
		8'b00010000;  
endmodule
`timescale 1ns / 1ps
module DataMemory(
		input clk,
		input reset,
		input [7:0] address,
		input write,
		input [7:0] data_inputs,
		output [7:0] data_outputs
	);
	reg [7:0] registers[31:0];
	integer i;
	assign data_outputs = registers[address[4:0]];
	initial begin
		for (i = 0; i < 16; i = i + 1) begin
			registers[i] <= i;
		end
		for (i = 0; i < 16; i = i + 1) begin
			registers[i + 16] <= -i;
		end
	end
	always @(posedge reset or posedge clk) begin
		if (reset) begin
			for (i = 0; i < 16; i = i + 1) begin
				registers[i] <= i;
			end
			for (i = 0; i < 16; i = i + 1) begin
				registers[i + 16] <= -i;
			end
		end else begin
			if (write)
				registers[address[4:0]] <= data_inputs;
		end
	end
endmodule
`timescale 1ns / 1ps
module HexDecoder(
		input [3:0] bcd,
		output [6:0] seg
	);
	assign seg = bcd == 4'd0 ? 7'b0111111 :
		bcd == 4'd1 ? 7'b0000110 :
		bcd == 4'd2 ? 7'b1011011 :
		bcd == 4'd3 ? 7'b1001111 :
		bcd == 4'd4 ? 7'b1100110 :
		bcd == 4'd5 ? 7'b1101101 :
		bcd == 4'd6 ? 7'b1111101 :
		bcd == 4'd7 ? 7'b0000111 :
		bcd == 4'd8 ? 7'b1111111 :
		bcd == 4'd9 ? 7'b1101111 :
		bcd == 4'd10 ? 7'b1110111 :
		bcd == 4'd11 ? 7'b1111100 :
		bcd == 4'd12 ? 7'b0111001 :
		bcd == 4'd13 ? 7'b1011110 :
		bcd == 4'd14 ? 7'b1111001 :
		7'b1110001;
endmodule
`timescale 1ns / 1ps
module Microprocessor(
		input origclk,
		input reset,
		input [7:0] instruction,
		output reg [7:0] pc,
		output [6:0] display_low,
		output [6:0] display_high,
		output [6:0] display_op,
		output [6:0] display_rs,
		output [6:0] display_rt,
		output [6:0] display_rd,
		output [4:0] display_pc,
		output display_clock
	);
	wire [1:0] op = instruction[7:6];
	wire [1:0] rs = instruction[5:4];
	wire [1:0] rt = instruction[3:2];
	wire [1:0] rd = instruction[1:0];
	wire [7:0] imm = {
			instruction[1],
			instruction[1],
			instruction[1],
			instruction[1],
			instruction[1],
			instruction[1],
			instruction[1],
			instruction[0]
		};
	wire clk;
	wire reg_dst;
	wire reg_write;
	wire alu_src;
	wire branch;
	wire mem_read;
	wire mem_write;
	wire mem_to_reg;
	wire alu_op;
	wire [7:0] reg_data1;
	wire [7:0] reg_data2;
	wire [7:0] alu_result;
	wire [7:0] alu_operand2 =
		alu_src == 0
		? reg_data2
		: imm;
	wire [7:0] memory_output;
	wire [1:0] reg_write_reg =
		reg_dst == 0
		? rt
		: rd;
	wire [7:0] reg_write_data =
		mem_to_reg == 0
		? alu_result
		: memory_output;
	reg [7:0] display_write_data;
	assign display_pc = pc;
	assign display_clock = clk;
	ClockDivider divider(
			.clk_in(origclk),
			.reset(reset),
			.clk_out(clk)
		);
	Control control(
			.op(op),
			.reg_dst(reg_dst),
			.reg_write(reg_write),
			.alu_src(alu_src),
			.branch(branch),
			.mem_read(mem_read),
			.mem_write(mem_write),
			.mem_to_reg(mem_to_reg),
			.alu_op(alu_op)
		);
	Registers registers(
			.clk(clk),
			.reset(reset),
			.read_reg1(rs),
			.read_reg2(rt),
			.write(reg_write),
			.write_reg(reg_write_reg),
			.write_data(reg_write_data),
			.read_data1(reg_data1),
			.read_data2(reg_data2)
		);
	HexDecoder ssdecoder_high(
			.bcd(display_write_data[3:0]),
			.seg(display_low)
		);
	HexDecoder ssdecoder_low(
			.bcd(display_write_data[7:4]),
			.seg(display_high)
		);
	OpDecoder ssdecoder_op(
			.op(op),
			.seg(display_op)
		);
	HexDecoder ssdecoder_rs(
			.bcd(rs),
			.seg(display_rs)
		);
	HexDecoder ssdecoder_rt(
			.bcd(rt),
			.seg(display_rt)
		);
	HexDecoder ssdecoder_rd(
			.bcd(rd),
			.seg(display_rd)
		);
	ALU alu(
			.operand1(reg_data1),
			.operand2(alu_operand2),
			.result(alu_result)
		);
	DataMemory memory(
			.clk(clk),
			.reset(reset),
			.address(alu_result),
			.write(mem_write),
			.data_inputs(reg_data2),
			.data_outputs(memory_output)
		);
	initial begin
		pc = 0;
		display_write_data = 0;
	end
	always @(posedge reset or negedge clk) begin
		if (reset)
			pc <= 0;
		else
			pc <=
				branch == 0
				? pc + 1
				: pc + 1 + imm;
	end
	always @(posedge reset or posedge clk) begin
		if (reset)
			display_write_data <= 0;
		else
			display_write_data <= reg_write_data;
	end
endmodule
`timescale 1ns / 1ps
module MicroprocessorWithTestInst(
		input origclk,
		input reset,
		input [7:0] instruction,
		output [7:0] pc,
		output [7:0] test_instruction,
		input [7:0] test_pc,
		output [6:0] display_low,
		output [6:0] display_high,
		output [6:0] display_op,
		output [6:0] display_rs,
		output [6:0] display_rt,
		output [6:0] display_rd,
		output [5:0] display_pc
	);
	Microprocessor processer(
			.origclk(origclk),
			.reset(reset),
			.instruction(instruction),
			.pc(pc),
			.display_low(display_low),
			.display_high(display_high),
			.display_pc(display_pc),
			.display_op(display_op),
			.display_rs(display_rs),
			.display_rt(display_rt),
			.display_rd(display_rd)
		);
	wire [7:0] MemByte[20:0];
	assign MemByte[0] = 8'b01000100;
	assign MemByte[1] = 8'b01001001;
	assign MemByte[2] = 8'b00011001;
	assign MemByte[3] = 8'b10000100;
	assign MemByte[4] = 8'b01000100;
	assign MemByte[5] = 8'b01001001;
	assign MemByte[6] = 8'b00011001;
	assign MemByte[7] = 8'b10000100;
	assign MemByte[8] = 8'b01000100;
	assign MemByte[9] = 8'b01001001;
	assign MemByte[10] = 8'b00011001;
	assign MemByte[11] = 8'b10000100;
	assign MemByte[12] = 8'b01000100;
	assign MemByte[13] = 8'b01001001;
	assign MemByte[14] = 8'b00011001;
	assign MemByte[15] = 8'b10000100;
	assign MemByte[16] = 8'b01000100;
	assign MemByte[17] = 8'b01001001;
	assign MemByte[18] = 8'b00011001;
	assign MemByte[19] = 8'b10000100;
	assign MemByte[20] = 8'b11000011;
	assign test_instruction = MemByte[test_pc];
endmodule
`timescale 1ns / 1ps
module OpDecoder(
		input [1:0] op,
		output reg [6:0] seg
	);
	always @(op) begin
		case (op)
			2'd0: seg <= 7'b1110111;  
			2'd1: seg <= 7'b0111000;  
			2'd2: seg <= 7'b1101101;  
			2'd3: seg <= 7'b0001110;  
		endcase
	end
endmodule
`timescale 1ns / 1ps
module Registers(
		input clk,
		input reset,
		input [1:0] read_reg1,
		input [1:0] read_reg2,
		input write,
		input [1:0] write_reg,
		input [7:0] write_data,
		output [7:0] read_data1,
		output [7:0] read_data2
	);
	reg [7:0] registers[3:0];
	integer i;
	assign read_data1 = registers[read_reg1];
	assign read_data2 = registers[read_reg2];
	initial begin
		for (i = 0; i < 4; i = i + 1)
			registers[i] <= 0;
	end
	always @(posedge reset or posedge clk) begin
		if (reset) begin
			for (i = 0; i < 4; i = i + 1)
				registers[i] <= 0;
		end else begin
			if (write)
				registers[write_reg] <= write_data;
		end
	end
endmodule
```
`design/flow/run.sh`:
```
#!/bin/bash
# OpenROAD 26Q1-2900-gdf79404cd8, Yosys 0.63+post, stock flow scripts
make -C /OpenROAD-flow-scripts/flow DESIGN_CONFIG=/design/flow/config.mk WORK_HOME=/design/flow/orfs finish
```
`design/flow/config.mk`:
```
export PLATFORM = sky130hd
export DESIGN_NAME = MicroprocessorWithTestInst
export DESIGN_NICKNAME = MicroprocessorWithTestInst
export VERILOG_FILES = /design/flow/design.v
export SDC_FILE = /design/flow/constraint.sdc
export NUM_CORES = 4
export LEC_CHECK = 1
export CORE_UTILIZATION = 40
```
`design/flow/constraint.sdc`:
```
current_design MicroprocessorWithTestInst

set clk_period 6.3
set clk_io_pct 0.2

create_clock -name clk0 -period $clk_period [get_ports {origclk}]

set non_clock_inputs [all_inputs -no_clocks]
set_input_delay [expr $clk_period * $clk_io_pct] -clock clk0 $non_clock_inputs
set_output_delay [expr $clk_period * $clk_io_pct] -clock clk0 [all_outputs]
```
==> results_dict.tcl <==
# place-and-route summary
set metrics [dict create \
    status "finished, final reports clean" \
    path_class "in -> out" \
    grt_remaining_overflow 0 \
    yosysWarnings 12 \
    period_minus_slack_ns 4.358 \
    r2r_cells 9 \
    drive_above_1_share 0.3118 \
    holdPathStages 2 \
    path_max_fanout 22 \
    leakagePower_nw 7.918 \
    core_um2 44220 \
    ioPinCount 82 \
    dp_hpwl_um 36500 \
    seqPwrFrac 0.307 \
    drtIter0Drc 900 \
    ys_seq_share 0.4792 \
    die_w_um 213.7 \
    critPathCaptureType "primary output" \
    lay_top_count "mux2_2" \
    edf_count 0 \
    most-common-layout-cells "mux2_2, dfrtp_1, nand2_1" \
    synth_cell_types 94 \
    grt_pass1_wl_um 82440 \
    crit_start "instruction[7]" \
    p_sw_mw 1.749 \
    syn_inst 1619 \
    r2r-end "processer.divider.clk_out$_DFFE_PP0N_" \
    syn-cell-area_um2 17920 \
    rows 77 \
    gp_congestion 0.9418 \
    drc_errors 0 \
    rsz0062_at_grt "false" \
    ys_chip_area_um2 17920 \
    unconstrained_endpoints 331 \
    cts_root_buf "clkbuf_16" \
    start_kind "input port" \
    synthFlopType "dfrtp_1" \
    path_clk_slew_ns 0.05 \
    max_cap_violations 0 \
    place_area_um2 19130 \
    synth-async-reset-ratio 1.000 \
    ys_ff 337 \
    ant_nets 0 \
    whs_endpoint "processer.divider.cnt[24]$_DFF_PP0_" \
    p_int_mw 1.838 \
    drt_pass1_iterations 7 \
    dieArea_um2 45660 \
    htreeDepth 2 \
    fin_skew_ns 0.004937 \
    track_usage 0.2549 \
    viasPerCell 5.900 \
    tns_ns 0 \
    initial_core_util 0.4053 \
    grt_max_degree 85 \
    die_h_um 213.7 \
    tightest_slew_ns 0.9692 \
    cts_tree "built" \
    finalHoldViolations 0 \
    r2r-start "processer.divider.cnt[10]$_DFF_PP0_" \
    irDropWorstVdd_v 0.0001324 \
    cts_made_buffers 5 \
    post_cts_buffers 0 \
    finalWorstSetupSlack_ns 1.942 \
    num_vias 13086 \
    grt_pass1_vias 12919 \
    wirelength_um 53690 \
    ctsHoldBuffers 0 \
    clock_path_buffers 2 \
    fin_crit_sh 0.6917 \
    fin_hold_ws_ns 0.5022 \
    unclocked_pins 304 \
    cp.required_ns 5.04 \
    syn_to_final_growth_pct 7.728 \
    clk_latency_ns 0.28 \
    max_freq_mhz 229.5 \
    antenna_found_initial 0 \
    post-place-ws_ns 1.954 \
    clkPwrFrac 0.079 \
    finalSetupViolCount 0 \
    antennaDiodeCount 0 \
    p_comb_frac 0.614 \
    portBuffers 73 \
    reg2reg_slack_ns 4.23 \
    ctsResizeCount 0 \
    slew_violations 0 \
    total_power_mw 3.587 \
    ys_cells 1619 \
    wl_per_cell_um 24.21 \
    tool_warnings 35 \
    relSlewSlack 0.3531 \
    power_switching_share 0.4876 \
    hold_path.class "reg -> reg" \
    syn_avg_cell_area_um2 11.07 \
    design_area_um2 19310 \
    min_from "processer.divider.cnt[24]$_DFF_PP0_" \
    worstPathArrival_ns 3.10 \
    power_density_nw_per_um2 185.8 \
]
-- cell usage after synthesis, types with 18 or more instances --
cell | instances | area share
a21oi_1 | 46 | 0.013
a31oi_1 | 26 | 0.0091
and3_1 | 22 | 0.0077
buf_2 | 31 | 0.0087
buf_4 | 24 | 0.010
clkbuf_1 | 62 | 0.013
dfrtp_1 | 205 | 0.29
dfstp_2 | 124 | 0.18
ha_1 | 23 | 0.016
inv_1 | 35 | 0.0073
mux2_2 | 250 | 0.16
mux2i_1 | 21 | 0.012
nand2_1 | 136 | 0.028
nand3_1 | 72 | 0.020
nand4_1 | 28 | 0.0098
nor2_1 | 94 | 0.020
nor3_1 | 18 | 0.0050
o21ai_0 | 83 | 0.023
xnor2_1 | 20 | 0.0098
xor2_1 | 22 | 0.011
-- worst max-delay path, cell delays in order --
cell,delay (ns)
clkdlybuf4s50_1,0.54
inv_1,0.10
ha_1,0.18
buf_4,0.21
inv_1,0.29
nand2_1,0.09
clkdlybuf4s50_1,0.40
-- power groups by stage --
stage	Sequential (mW)	Combinational [mW]	Clock [mW]
CTS	1.10	2.17	0.291
global route	1.14	2.34	0.305
finish	1.10	2.20	0.285
-- kinds of logic after synthesis --
family                   share of synthesized area
AND-OR/OR-AND                               0.1194
XOR/XNOR                                   0.02360
adder cells (fa/ha/maj)                    0.01829
buffers and inverters                      0.04356
flip-flops                                  0.4792
multiplexers                                0.1931
other                                    0.0004190
AND/OR/NAND/NOR                             0.1225
-- sequential cells by signal (all words and copies together), names as in the netlist --
name,count
processer.divider.clk_out,1
processer.memory.registers,256
processer.registers.registers,32
processer.display_write_data,8
processer.divider.cnt,32
processer.pc,8
-- final cells by class --
type	count	area, um2
fill	4049	24910
multi-input combinational	1127	8596
sequential	337	8592
timing repair buffer	117	1061
tap	592	740.7
inverter	37	145.1
clock buffer	7	142.6
clock inverter	1	30.03
-- metal layers --
metal	wire length [um]	track usage	vias up
met5	0	0	-
met4	2008	0.07709	0
met3	4678	0.06534	90
met2	23980	0.3768	554
met1	23020	0.3834	6604
li1	-	-	5838
-- stage by stage --
stage | cells | util
after global routing | 2218 | 0.4366
after global placement | 2210 | 0.4327
after detailed placement | 2210 | 0.4327
after floorplan | 1629 | -
final | 2218 | 0.4366
after CTS | 2218 | 0.4366
-- how the worst max path moves through the flow --
stage	endpoint	slack, ns
4_1_cts	display_op[4]	1.95
5_1_grt	display_op[4]	1.81
6_report	display_op[4]	1.94
Power and IR drop assume default switching activity.
